===== flow/design.v =====
module slowClock(clkin, clkout);
	input clkin;
	output reg clkout;
	parameter counter = 26;
	reg [25:0] sCounter;
	always @(posedge clkin) begin
		sCounter <= sCounter + 1;
		if (sCounter == counter-1) begin
			clkout = ~clkout;
			sCounter <= 0;
		end
	end
endmodule

===== flow/constraint.sdc =====
current_design slowClock

set clk_period 6.1
set clk_io_pct 0.2

create_clock -name clk0 -period $clk_period [get_ports {clkin}]

set non_clock_inputs [all_inputs -no_clocks]
set_input_delay [expr $clk_period * $clk_io_pct] -clock clk0 $non_clock_inputs
set_output_delay [expr $clk_period * $clk_io_pct] -clock clk0 [all_outputs]

===== flow/run.sh =====
#!/bin/bash
# OpenROAD 26Q1-2900-gdf79404cd8, Yosys 0.63+post, stock flow scripts
make -C /OpenROAD-flow-scripts/flow DESIGN_CONFIG=/design/flow/config.mk WORK_HOME=/design/flow/orfs finish

===== flow/config.mk =====
export PLATFORM = sky130hd
export DESIGN_NAME = slowClock
export DESIGN_NICKNAME = slowClock
export VERILOG_FILES = /design/flow/design.v
export SDC_FILE = /design/flow/constraint.sdc
export NUM_CORES = 4
export LEC_CHECK = 1
export CORE_AREA = 10 10 87 87
export DIE_AREA = 0 0 97 97

==> qor.yml <==
pwr:
  p_sw_uw: 52.2
  clkPwrFrac_pct: 35.9
  p_int_uw: 224
  p_per_area_nw_per_um2: 207
  peakVddDrop_v: 0.000140
  power.leakage_nw: 0.494
  switching_share_pct: 18.9
  power_frac_seq_pct: 64.1
  p_comb_share_pct: 0
routing:
  drcViolationCount: 0
  post_drt_via_cell_ratio: 4.17
  final_antenna_net_count: 0
  wl_um: 1940
  drt_iter0_markers: 41
  vias: 821
  drt-pass1-iter-count: 4
  diodes: 0
  wl_per_cell_um: 9.82
timing:
  max_freq_mhz: 433
  setup_tns_ps: 0
  rsz0062_at_grt: "no"
  tightest_slew_ps: 441
  drv_slew: 0
  final_hold_viol_count: 0
  setup_viol: 0
  relSlewSlack_pct: 70.3
  finalClockPeriodUsage_pct: 37.8
  clock_skew_ps: 3.37
  period_minus_slack_ps: 2310
clock_tree:
  cts_setup_buffers: 0
  cts_resized: 0
  clk_pin_slew_ps: 90
  cts_tree: "yes"
  cts_hold_buffers: 0
  clock-sinks: 27
  cts_buffers: 3
  clock_latency_ps: 270
  cts_buffer_depth: 2
  cts_htree_levels: 1
  ctsRootBufferMaster: "clkbuf_8"
global_route:
  grt_pass1_vias: 738
  grt_max_degree: 15
  track_usage_pct: 4.11
  grt-ovfl-total: 0
  antenna_found_initial: 0
  grt_pass1_wl_um: 3480
hold_path:
  hold_class: "reg2reg"
placement:
  gp_congestion: 0.790
  dp.final_hpwl_um: 1420
  dp.cells: 193
  placement.io_buffers: 1
floorplanning:
  die_h_um: 97
  rows: 27
  fp_util_pct: 21.3
  die-area_um2: 9410
  io_pins: 2
  coreArea_um2: 5640
  die_x_um: 97
layout:
  nFillCells: 599
  stdcell_count: 197
  ff_latch_area_um2: 551
  syn_to_final_growth_pct: 10.8
  logic_area_um2: 628
  drive_gt1_share_pct: 10.4
yosys:
  top_cell: "dfxtp_1"
  ys_types: 26
  synth.top_cells.by_count: "dfxtp_1, xor2_1, nand2_1, nor2_1, nand3_1"
  syn_area_um2: 1200
  edf_count: 1
  top_area_cell: "dfxtp_1"
  flop_cell: "dfxtp_1"
  top_cells_by_area: "dfxtp_1, xor2_1, xnor2_1"
  synth_flops: 27
  ys_sh_xor_pct: 17.5
  synth-cells-yosys: 122
  top_cell_area_share_pct: 43.3
  compound_area_share_pct: 0
  ys_sh_simple_pct: 32.7
  synthAdderAreaFrac_pct: 2.08
  muxShareOfSynthArea_pct: 0
  synthArstFlopShare_pct: 0
  ys_seq_share_pct: 45.8
  ys_chip_area_um2: 1200
  syn_avg_cell_area_um2: 9.85
  synth_warnings: 1
  logic_family: "simple AND/OR/NAND/NOR gates"
  netlist_instances: 122
critical_path:
  worstPathArrival_ps: 1090
  worstPathMaxFanout: 2
  cp_cell_sequence: "clkdlybuf4s50_1"
  required_ps: 4880
  cpMaxStageDelayCell: "clkdlybuf4s50_1"
  start_kind: "register"
  worst_path_largest_cell_delay_ps: 470
  crit_path_end_kind: "primary output"
  worst-path-buf-inv: 1
  crit_family: "buffers and inverters"
  critical_path_class: "reg2out"
job:
  warnings: 26
  cap_viol_max_count: 0
status:
  status: "finished clean"
## cell families after synthesis
kind of cell,count (synthesis)
xor+xnor,24
fa+ha+maj,2
buf+inv,4
flops,27
simple gates,65
## placed cells by master (no fill, tap or decap)
| master | count |
|---|---|
| clkdlybuf4s50_1 | 1 |
| xnor2_1 | 10 |
| xor2_1 | 14 |
| and3_2 | 1 |
| and4_1 | 1 |
| nand4_1 | 7 |
| clkbuf_8 | 3 |
| nor2_1 | 12 |
| or2_1 | 1 |
| nand4_2 | 1 |
| or2_2 | 1 |
| nor4_1 | 5 |
| nand3_4 | 1 |
| edfxtp_1 | 1 |
| nor3_2 | 2 |
| nor4_4 | 1 |
| dfxtp_1 | 26 |
| and3_1 | 2 |
| nor4b_1 | 1 |
| nand2_1 | 12 |
| nor4_2 | 2 |
| and4_4 | 1 |
| nand3_1 | 11 |
| clkbuf_1 | 1 |
| ha_1 | 2 |
| nor3_1 | 3 |
| inv_1 | 2 |
## power by group through the flow
stage / clock network, mW / logic, mW / registers (mW)
6_report: 0.0989 / 0.000000250 / 0.177
5_1_grt: 0.109 / 0.000000250 / 0.177
4_1_cts: 0.103 / 0.000000250 / 0.177
## state kept, by name, indices dropped and copies added, names as in the netlist
register and cells:
clkout 1, sCounter 26
## area by class of cell
type                            count  area share (%)
Clock buffer                        4            3.38
Sequential cell                    27            41.4
Tap cell                           72            6.77
Inverter                            2           0.564
Timing Repair Buffer                1           0.752
Multi-Input combinational cell     91            47.2
## metal layers
layer	global-route usage (%)	up-vias	share of wire, %	routed length (um)
met5	0	-	0	0
met4	0.225	0	0.21	4
met3	1.15	2	2.8	55
met2	5.98	5	41	794
met1	6.14	382	56	1080
li1	-	432	-	-
## worst register-to-register path, stage by stage (launching register included)
cell and delay (ps):
dfxtp_1 440, ha_1 170, nor4b_1 230, nand3_1 120
nor3_2 340
## final timing paths
kind | startpoint | to | slack, ps | cells past startpoint
setup reg to reg | sCounter[0] | clkout | 4450 | 4
hold reg to reg | sCounter[25] | sCounter[25] | 480 | 1
setup / recovery | clkout | clkout | 3790 | 1
hold / removal | sCounter[25] | sCounter[25] | 480 | 1
## through the flow
stage	util [%]	total power, mW	worst slack, ps	hold WS, ps	instance area [um2]
2_1_floorplan	-	0.181	4550	436	1200
3_3_place_gp	22.8	0.181	4090	461	1290
3_5_place_dp	22.8	0.181	4080	462	1290
4_1_cts	23.6	0.280	3770	478	1330
5_1_grt	23.6	0.286	3740	496	1330
6_report	23.6	0.276	3790	475	1330
No activity file was given, so power comes from the tool's default toggle rates.
